===== flow/design.v =====
module hilo_reg(
	input wire rst,
	input wire clk,
	input wire we,
	input wire[31:0] hi_i,	 
	input wire[31:0] lo_i,	 
	output reg [31:0] hi_o,	 
	output reg [31:0] lo_o	 
);
	always @(posedge clk) begin
		if (rst == 1'b1) begin
			hi_o <= 32'h00000000;
			lo_o <= 32'h00000000;
		end else if (we == 1'b1) begin		 
			hi_o <= hi_i;
			lo_o <= lo_i;
		end
	end
endmodule

===== flow/run.sh =====
#!/bin/bash
# OpenROAD 26Q1-2900-gdf79404cd8, Yosys 0.63+post, stock flow scripts
make -C /OpenROAD-flow-scripts/flow DESIGN_CONFIG=/design/flow/config.mk WORK_HOME=/design/flow/orfs finish

===== flow/config.mk =====
export PLATFORM = sky130hd
export DESIGN_NAME = hilo_reg
export DESIGN_NICKNAME = hilo_reg
export VERILOG_FILES = /design/flow/design.v
export SDC_FILE = /design/flow/constraint.sdc
export NUM_CORES = 4
export LEC_CHECK = 1
export CORE_UTILIZATION = 40
export SYNTH_HDL_FRONTEND = slang

===== flow/constraint.sdc =====
current_design hilo_reg

set clk_period 1.1
set clk_io_pct 0.2

create_clock -name clk0 -period $clk_period [get_ports {clk}]

set non_clock_inputs [all_inputs -no_clocks]
set_input_delay [expr $clk_period * $clk_io_pct] -clock clk0 $non_clock_inputs
set_output_delay [expr $clk_period * $clk_io_pct] -clock clk0 [all_outputs]

==> Slide: Implementation Results <==
Physical Implementation Snapshot

Floorplanning
  – I/O pin cnt: between 100 and 150
  – Die Area: around 0.006 mm²
  – Core area: around 0.0055 mm²
  – Row count: 27
  – Floorplan utilization: 0.4160
  – Die X: 77.68 µm
  – Die H: between 70 and 80 µm

Synthesis
  – Syn avg cell area: 11.12 µm²
  – Ys Warns: 0
  – Syn Inst Count: approximately 210
  – Yosys cell count: between 200 and 250
  – Top-area cell share: 0.5593
  – Flops after synth: between 60 and 70
  – Yosys top cell by area: dfxtp_1
  – Cell area leaders: dfxtp_1 (56%), mux2i_1 (28%), nor2_1 (10%)
  – Yosys chip area: about 0.0023 mm²
  – Cell Type Count: 7
  – Synth Seq Share: 0.5593
  – Mapped Area: around 0.0023 mm²

Power and ir drop
  – VDD IR-drop max: slightly above 1 mV
  – Combinational power share: 0.149
  – Lkg Pwr: 1.731 nW
  – Clock power share: 0.340
  – Sequential power share: 0.511
  – Sw power: approximately 0.0011 W
  – Sw Ratio: 0.2222
  – Total Power: roughly 0.005 W
  – Pint: about 0.0039 W
  – Pwr Density: between 1000 and 1500 mW/mm²

STA
  – Fmax: 952.3 MHz
  – RSZ-0062 raised after global routing: false
  – Worst hold slack: 0.2741 ns
  – Fin. Hold Viols: 0
  – Clock skew: 0 ns
  – Tmin final: between 1 and 1.5 ns
  – Final Slew Violations: 0
  – Tcrit/Tclk final: 0.9546
  – Final Setup Violations: 0
  – Worst setup margin: between 0.04 and 0.05 ns
  – Slew at the pin closest to its max-slew limit: 0.1501 ns
  – Worst rel slew slack: 0.8971

Global routing
  – First-pass GRT wire length: between 8000 and 9000 µm
  – Vias in the first global route: about 1,700
  – Largest net degree at the start of global routing: 34
  – Grt ovf: 0
  – Total GRT Usage: 0.1805
  – Antenna violations before repair: 0

Setup path
  – CP Data Arrival Time: 0.83 ns
  – Cell family with most CP delay: flip-flops
  – Worst R2R End: lo_o[24]
  – Worst Setup SP: lo_o[17]
  – Worst Path Max Fanout: 2
  – Critical path class: flop to output pin
  – Reg-to-reg startpoint: lo_o[24]
  – Crit. End Element: output pin
  – R2R setup slack: 0.48 ns
  – CP Buf/Inv Count: 1
  – CP required: approximately 0.88 ns
  – CP max stage cell: dfxtp_2
  – CP peak stage delay: 0.33 ns
  – Type of origin of the critical path: flop
  – Worst r2r path cells: 2
  – Sequence of cells on the critical path: clkdlybuf4s15_1

Flow run
  – Log Warnings: 27
  – Max_cap viols: 0

Clocking
  – Clock-pin slew on the worst setup and hold paths: about 0.070 ns
  – Setup repair bufs after CTS: 0
  – Clock root cell: clkbuf_8
  – CTS Buf Count: 9
  – CTS tree: done
  – H-tree levels: 3
  – CTS sink count: between 60 and 70
  – CTS Hold Bufs: 0
  – Skew-Pair Late Insertion Delay: 0.32 ns
  – Worst-case clock buffer depth: 2

Worst hold path
  – Hold Path Class: primary input to flop
  – Worst Hold Endpoint: hi_o[13]
  – Worst Hold Depth: 3
  – Worst hold path startpoint: we

Place
  – Final HPWL DP: ~3600 µm
  – Placer Congestion: between 0.7 and 0.8
  – Port buffer count: 130
  – Place WS: between 0.07 and 0.08 ns

Drt
  – DRC: 0
  – Routed WL: around 5000 µm
  – Initial DRC Count: 29
  – Pre-Repair DR Iteration Count: 4
  – Post-route ant nets: 0
  – WL/cell: between 10 and 15 µm
  – Via count: around 1,800
  – Antenna diodes: 0
  – Via/cell ratio: approximately 4.4

Cells and area
  – Fraction of layout cells with a size suffix above 1: 0.2645
  – Synth-to-layout area growth: 68.92%
  – FILL cells: ~430

Status
  – Status: finished, final reports clean
==> power by group through the flow <==
| stage | sequential [W] | combinational [W] | clock (W) |
|---|---|---|---|
| after CTS | 0.00255 | 0.000756 | 0.00176 |
| after global routing | 0.00256 | 0.000809 | 0.00189 |
| final | 0.00255 | 0.000742 | 0.00169 |
==> metrics by stage <==
stage               TNS [ns]  area (µm²)  instances    util
finish                     0        3870        416  0.7028
global route               0        3870        416  0.7028
CTS                 -0.02407        3890        416  0.7064
detailed placement         0        3654        400  0.6635
global placement           0        3654        400  0.6635
floorplan                  0        2291        206       -
==> sequential cells by signal, indices dropped and copies added, names as in the netlist <==
name / cells
hi_o: 32
lo_o: 32
==> routing by layer <==
layer,track usage,routed length [µm],vias to the layer above
met2,0.2788,2368,70
met3,0.08005,474,2
met4,0.01698,23,0
li1,-,-,946
met5,0,0,-
met1,0.2502,2264,820
==> final cells by class <==
| class | count | area (µm²) | area share |
|---|---|---|---|
| repair buffers | 136 | 1371 | 0.3543 |
| flip-flops and latches | 64 | 1361 | 0.3518 |
| multi-input cells | 128 | 880.8 | 0.2276 |
| clock buffers | 13 | 148.9 | 0.03847 |
| well taps | 72 | 90.09 | 0.02328 |
| clock inverters | 3 | 17.52 | 0.004526 |
==> Yosys cell counts <==
library cell and count:
clkbuf_2 1, buf_1 6, mux2i_1 64, buf_6 1, dfxtp_1 64, nor2_1 64, buf_8 6
==> cell families (layout without fill, tap and decap cells) <==
kind of cell | after synthesis | count (layout) | synth area share
simple gates | 64 | 64 | 0.1049
buf+inv | 14 | 152 | 0.05625
flops | 64 | 64 | 0.5593
mux | 64 | 64 | 0.2796
==> worst max path at each step <==
stage              end  slack, ns  cells after the start
global route  hi_o[21]      0.002                      1
finish        lo_o[17]       0.05                      1
CTS           hi_o[19]      -0.02                      1
==> cells in the final DEF, fill, tap and decap left out, drive strengths merged <==
master | netlist | routed
clkdlybuf4s15 | 0 | 58
clkinv | 0 | 2
clkinvlp | 0 | 1
buf | 13 | 8
dfxtp | 64 | 64
clkdlybuf4s50 | 0 | 64
mux2i | 64 | 64
clkbuf | 1 | 19
nor2 | 64 | 64
==> timing repair <==
item                                    4_1_cts  5_1_grt
pin swaps                                     0        0
endpoints found under the hold margin         0        0
endpoints found under the setup margin       64       12
resized                                     184       14
Power and IR drop assume default switching activity.
