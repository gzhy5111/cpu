## design/flow/config.mk

```make
export PLATFORM = sky130hd
export DESIGN_NAME = div_fsm
export DESIGN_NICKNAME = div_fsm
export VERILOG_FILES = /design/flow/design.v
export SDC_FILE = /design/flow/constraint.sdc
export NUM_CORES = 4
export LEC_CHECK = 1
export CORE_UTILIZATION = 30
export SYNTH_HDL_FRONTEND = slang
```

## design/flow/constraint.sdc

```tcl
current_design div_fsm

set clk_period 8.7
set clk_io_pct 0.2

create_clock -name clk0 -period $clk_period [get_ports {clk}]

set non_clock_inputs [all_inputs -no_clocks]
set_input_delay [expr $clk_period * $clk_io_pct] -clock clk0 $non_clock_inputs
set_output_delay [expr $clk_period * $clk_io_pct] -clock clk0 [all_outputs]
```

## design/flow/design.v

```verilog
module div_fsm 
#(
parameter DATAWIDTH=32
)
(
  input                       clk      ,
  input                       rst    ,
  input                       en   ,
  output  wire                ready    ,         
  input  [DATAWIDTH-1:0]      dividend ,
  input  [DATAWIDTH-1:0]      divisor  ,
  output wire [DATAWIDTH-1:0] quotient ,
  output wire [DATAWIDTH-1:0] remainder,
  output wire                 vld_out            
);
reg [DATAWIDTH*2-1:0] dividend_e ;
reg [DATAWIDTH*2-1:0] divisor_e  ;
reg [DATAWIDTH-1:0]   quotient_e ;
reg [DATAWIDTH-1:0]   remainder_e;
reg [1:0] current_state,next_state;
reg [DATAWIDTH-1:0] count;
parameter IDLE =2'b00   ,
          SUB  =2'b01   ,
		  SHIFT=2'b10   ,
		  DONE =2'b11   ;
always@(posedge clk or posedge rst)
  if(rst) current_state <= IDLE;
  else current_state <= next_state;
always @(*) begin
  next_state <= 2'bx;
  case(current_state)
    IDLE: if(en)     next_state <=  SUB;
	      else       next_state <=  IDLE;
    SUB:  next_state <= SHIFT;
    SHIFT:if(count<DATAWIDTH) next_state <= SUB;
          else next_state <= DONE;
    DONE: next_state      <= IDLE;
  endcase
end
always@(posedge clk or posedge rst) begin
 if(rst)begin
   dividend_e  <= 0;
   divisor_e   <= 0;
   quotient_e  <= 0;
   remainder_e <= 0;
   count       <= 0;
 end 
 else begin 
  case(current_state)
  IDLE:begin
         dividend_e <= {{DATAWIDTH{1'b0}},dividend};
	     divisor_e  <= {divisor,{DATAWIDTH{1'b0}}};
       end
  SUB:begin
        if(dividend_e>=divisor_e)begin
           quotient_e <= {quotient_e[DATAWIDTH-2:0],1'b1};
		   dividend_e <= dividend_e-divisor_e;
         end
	    else begin
	       quotient_e <= {quotient_e[DATAWIDTH-2:0],1'b0};
		   dividend_e <= dividend_e;
        end
      end
  SHIFT:begin
	   if(count<DATAWIDTH)begin
	     dividend_e <= dividend_e<<1;
	     count      <= count+1;		 
       end
	   else begin
		 remainder_e <= dividend_e[DATAWIDTH*2-1:DATAWIDTH];
       end
     end
  DONE:begin
		count       <= 0;
  end	 
  endcase
 end
end
assign quotient  = quotient_e;
assign remainder = remainder_e;
assign ready=(current_state==IDLE)? 1'b1:1'b0;
assign vld_out=(current_state==DONE)? 1'b1:1'b0;
endmodule
```

## design/flow/run.sh

```bash
#!/bin/bash
# OpenROAD 26Q1-2900-gdf79404cd8, Yosys 0.63+post, stock flow scripts
make -C /OpenROAD-flow-scripts/flow DESIGN_CONFIG=/design/flow/config.mk WORK_HOME=/design/flow/orfs finish
```

==> reports/results.ini <==
[global_routing]
grt_pass1_vias = 7655
grt_antenna_before_repair = 0
grt.total_usage = 0.150
grt_start_max_net_pins = 126
grt_use_met3 = 0.0281
grt.met1_usage = 0.243
global_route.overflow_total = 0
grt.busiest_layer = met1
wire_length_of_the_first_global_routing_pass_mm = 39.6
global_route.usage.met2 = 0.219

[sta]
timing.clock.skew_ns = 0.0102
timing.final.hold_violations = 0
layout_min_cycle_time_ns = 3.25
timing.setup.tns_ns = 0
relSlewSlack = 0.488
clock.fmax_ghz = 0.307
maxSlewViolCount = 0
rsz0062_at_grt = false
worstMarginPinSlew_ns = 0.767
layout_worst_path_cycle_share = 0.374
final_count_of_negative_setup_slack_endpoints = 0

[yosys]
top_cell_area_share = 0.501
top_cells_by_count = 195 x sky130_fd_sc_hd__dfrtp_1, 188 x sky130_fd_sc_hd__nand2_1, 82 x sky130_fd_sc_hd__a21oi_1
flip_flops_with_a_built_in_enable = 0
syn_inst = 1039
synth_async_sr_flop_share = 1.00
synth.distinct_cells = 60
post_synth.cell_area_avg_um2 = 9.37
ys_chip_area_um2 = 9740
post-synth-top-count-cell = sky130_fd_sc_hd__dfrtp_1
ys_seq_frac = 0.504
ys_seq_elements = 196
netlist_area_um2 = 9740
dominantRegCellSynth = sky130_fd_sc_hd__dfrtp_1
synth_warn = 0
ys_cells = 1039
yosys.area.top_type = sky130_fd_sc_hd__dfrtp_1
area_leaders = sky130_fd_sc_hd__dfrtp_1 50%, sky130_fd_sc_hd__nand2_1 7.2%, sky130_fd_sc_hd__ha_1 4.2%, sky130_fd_sc_hd__a21oi_1 4.2%, sky130_fd_sc_hd__a22oi_1 4.2%

[clock_tree]
clock-sinks = 196
post_cts_resize_count = 0
htreeDepth = 4
max-clock-path-buffers = 2
cts_root_buf = sky130_fd_sc_hd__clkbuf_16
worst_setup_hold_path_clk_slew_ns = 0.08
tritoncts_clock_tree = done
clock.latency.late_pin_ns = 0.44
cts_hold_repair.buffers = 0
numCtsBuffers = 17
post_cts.repair.setup_buffers = 0

[route]
via_count = 7696
postRouteAntennaNets = 0
drt-wirelength-per-cell_um = 15.1
post_drt_via_cell_ratio = 4.93
detailedRoute.firstPassIterationCount = 5
routed_wl_mm = 23.6
drt_first_iter_violations = 554
detail_route.drc_violations = 0
num_antenna_cells = 0

[critical_path]
critical_path.endpoint_type = primary output
cp_top_family = flip-flops
cpPeakStageDelay_ns = 0.54
slowest_stage = sky130_fd_sc_hd__dfrtp_1
crit_fanout = 8
crit_chain = clkdlybuf4s50_1
cp.buffers_inverters = 1
timing.critical_path.arrival_ns = 1.51
worst_setup_path_start_kind = flip-flop
worstPathRequired_ns = 6.96
setup.worst_path.class = reg2out

[placed_design]
detail_placement_hpwl_mm = 16.2
finalWeightedCongestion = 0.840
placed_cells = 1528
io_buffer_count = 132

[power]
power.switching_w = 0.00196
power_frac_seq = 0.329
internal_power_w = 0.00268
powerDensity_nw_per_um2 = 386
power.share.clock = 0.165
power.combinational.fraction = 0.507
vdd.ir_drop.worst_mv = 0.192
sw_frac_of_total = 0.423
power.leakage_nw = 5.41

[cells_and_area]
nFillCells = 3174
fin_cells = 1560
fin_util = 0.379
post_route_cells_drive_above_1_share = 0.0769
area_growth_pct = 23.5

[worst_hold_path]
timing.hold.worst.class = reg2reg

[floorplanning]
floorplanUtilization = 0.307
top_level_ports = 133
floorplan.die.width_um = 182
die_area_um2 = 33200
die.size.y_um = 182
std_cell_rows = 65
core_area_um2 = 31700

[flow_run]
maxCapViolCount = 0
warnings = 27

[outcome]
status = complete, no violations

==> cell type report <==
| class | instances | area [µm²] | share of cell area |
|---|---|---|---|
| multi-input cells | 742 | 4450 | 0.370 |
| clock buffers | 17 | 425 | 0.0354 |
| inverters | 46 | 180 | 0.0150 |
| repair buffers | 142 | 1410 | 0.117 |
| clock inverters | 15 | 140 | 0.0117 |
| well taps | 402 | 503 | 0.0418 |
| flip-flops and latches | 196 | 4910 | 0.408 |
==> routing by layer <==
| layer | vias to the layer above | wire length, µm | share of wire |
|---|---|---|---|
| met5 | - | 0 | 0 |
| met2 | 151 | 10100 | 0.43 |
| met3 | 16 | 1060 | 0.045 |
| met1 | 3680 | 12100 | 0.51 |
| met4 | 0 | 371 | 0.016 |
| li1 | 3849 | - | - |
==> cell families after synthesis <==
logic type / after synthesis / share of synthesized area
AOI/OAI and AO/OA: 296 / 0.190
xor gates and xnor gates: 29 / 0.0261
adders and majority gates: 34 / 0.0445
buffers and inverters: 101 / 0.0410
DFF: 196 / 0.504
muxes: 34 / 0.0392
and+or+nand+nor: 349 / 0.155
==> metrics by stage <==
stage	total power (W)	instance area, µm²	setup slack, ns	hold WS [ns]
after global routing	0.00508	12000	5.34	0.514
after floorplan	0.00318	9740	1.62	0.373
after global placement	0.00388	11500	5.36	0.462
final	0.00464	12000	5.45	0.479
after CTS	0.00469	12000	5.42	0.485
after detailed placement	0.00390	11500	5.36	0.466
==> path summary, 6_finish.rpt <==
| kind | start | end | slack, ns | cells past startpoint |
|---|---|---|---|---|
| setup / recovery | current_state[3]$_DFF_PP0_ | vld_out | 5.45 | 1 |
| hold / removal | remainder[17]$_DFFE_PP0P_ | remainder[17]$_DFFE_PP0P_ | 0.48 | 2 |
| setup reg to reg | dividend_e[32]$_DFFE_PP0P_ | dividend_e[63]$_DFFE_PP0P_ | 5.55 | 12 |
| hold reg to reg | remainder[17]$_DFFE_PP0P_ | remainder[17]$_DFFE_PP0P_ | 0.48 | 2 |
| max in group asynchronous | rst | dividend_e[52]$_DFFE_PP0P_ | 5.88 | 3 |
| min in group asynchronous | rst | dividend_e[13]$_DFFE_PP0P_ | 1.75 | 2 |
==> power by group through the flow <==
stage                 logic [W]  registers [W]  clock network, W
after CTS               0.00237        0.00153          0.000789
final                   0.00235        0.00152          0.000764
after global routing    0.00268        0.00157          0.000823
==> flip-flops by register name, indices dropped and copies added, names as in the netlist <==
signal and count:
divisor_e 32, count 32, current_state 4, quotient 32, remainder 32, dividend_e 64
==> cell usage in the layout, fill, tap and decap left out, drive strengths merged, types with 11 or more instances in the layout <==
| master | instances |
|---|---|
| a21o | 19 |
| a21oi | 83 |
| a22oi | 54 |
| a31oi | 12 |
| and2 | 12 |
| clkbuf | 17 |
| clkdlybuf4s50 | 132 |
| dfrtp | 195 |
| ha | 33 |
| inv | 54 |
| mux2 | 33 |
| nand2 | 188 |
| nand4 | 11 |
| nor2 | 78 |
| nor4 | 14 |
| o21ai | 85 |
| xnor2 | 14 |
| xor2 | 15 |
Power is estimated from default activity; no workload was simulated.
